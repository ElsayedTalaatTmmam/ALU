### ./config.mk
export PLATFORM = sky130hd
export DESIGN_NAME = ALU_TOP
export DESIGN_NICKNAME = ALU_TOP
export VERILOG_FILES = /design/flow/design.v
export SDC_FILE = /design/flow/constraint.sdc
export NUM_CORES = 4
export LEC_CHECK = 1
export CORE_UTILIZATION = 40
### ./constraint.sdc
current_design ALU_TOP

set clk_period 2.7
set clk_io_pct 0.2

create_clock -name clk0 -period $clk_period [get_ports {CLK}]

set non_clock_inputs [all_inputs -no_clocks]
set_input_delay [expr $clk_period * $clk_io_pct] -clock clk0 $non_clock_inputs
set_output_delay [expr $clk_period * $clk_io_pct] -clock clk0 [all_outputs]
### ./design.v
module ALU_TOP 
#(parameter IN_DATA_WIDTH = 16 ,
            Arith_OUT_WIDTH = IN_DATA_WIDTH + IN_DATA_WIDTH ,  
            LOGIC_OUT_WIDTH = IN_DATA_WIDTH ,
            SHIFT_OUT_WIDTH = IN_DATA_WIDTH ,
            CMP_OUT_WIDTH   = 3 
)( 
input  wire signed [IN_DATA_WIDTH-1:0]  A , B,
input  wire        [3:0]                ALU_FUNC,
input  wire                             RST,CLK,
output wire signed [Arith_OUT_WIDTH-1:0] Arith_OUT,                      
output wire                              Arith_Flag,
output wire                              Carry_OUT,
output wire        [LOGIC_OUT_WIDTH-1:0] Logic_OUT,                      
output wire                              Logic_Flag,
output wire        [SHIFT_OUT_WIDTH-1:0] SHIFT_OUT,                      
output wire                              SHIFT_Flag,
output wire        [CMP_OUT_WIDTH-1:0]   CMP_OUT,                      
output wire                              CMP_Flag
);
wire Arith_Enable;  
wire Logic_Enable;
wire SHIFT_Enable;
wire CMP_Enable;
DECODER_UNIT DECODER(
.IN  (ALU_FUNC[3:2]),
.SHIFT_Enable(SHIFT_Enable),
.Arith_Enable(Arith_Enable),
.Logic_Enable(Logic_Enable),
.CMP_Enable(CMP_Enable)
);
ARITHMETIC_UNIT # ( .IN_DATA_WIDTH(IN_DATA_WIDTH) , .OUT_DATA_WIDTH(Arith_OUT_WIDTH)) ARITHMETIC (
.A(A),
.B(B),
.ALU_FUNC(ALU_FUNC[1:0]),
.RST(RST),
.CLK(CLK),
.Arith_Enable(Arith_Enable),
.Arith_OUT(Arith_OUT),
.Arith_Flag(Arith_Flag),
.Carry_OUT(Carry_OUT)
);
LOGIC_UNIT # ( .IN_DATA_WIDTH(IN_DATA_WIDTH) , .OUT_DATA_WIDTH(LOGIC_OUT_WIDTH)) LOGIC (
.A(A),
.B(B),
.ALU_FUNC(ALU_FUNC[1:0]),
.RST(RST),
.CLK(CLK),
.Logic_Enable(Logic_Enable),
.Logic_OUT(Logic_OUT),
.Logic_Flag(Logic_Flag)
);
SHIFT_UNIT # ( .IN_DATA_WIDTH(IN_DATA_WIDTH) , .OUT_DATA_WIDTH(SHIFT_OUT_WIDTH)) SHIFT (
.A(A),
.B(B),
.ALU_FUNC(ALU_FUNC[1:0]),
.RST(RST),
.CLK(CLK),
.SHIFT_Enable(SHIFT_Enable),
.SHIFT_OUT(SHIFT_OUT),
.SHIFT_Flag(SHIFT_Flag)
);
CMP_UNIT # ( .IN_DATA_WIDTH(IN_DATA_WIDTH) , .OUT_DATA_WIDTH(CMP_OUT_WIDTH)) CMP (
.A(A),
.B(B),
.ALU_FUNC(ALU_FUNC[1:0]),
.RST(RST),
.CLK(CLK),
.CMP_Enable(CMP_Enable),
.CMP_OUT(CMP_OUT),
.CMP_Flag(CMP_Flag)
);
endmodule 
module ARITHMETIC_UNIT # ( parameter IN_DATA_WIDTH = 16 , OUT_DATA_WIDTH = IN_DATA_WIDTH+IN_DATA_WIDTH )(
input  wire signed [IN_DATA_WIDTH-1:0]  A , B,
input  wire        [1:0]                ALU_FUNC,
input  wire                             RST,CLK,
input  wire                             Arith_Enable,                       
output reg  signed [OUT_DATA_WIDTH-1:0] Arith_OUT,                      
output reg                              Carry_OUT,Arith_Flag
);
       reg  [OUT_DATA_WIDTH-1:0] ALU_Arith ;
       reg                       ALU_Carry;
always @ (*)
 begin 
  if ( Arith_Enable )
    begin
     case( ALU_FUNC[1:0] )
      2'b00 : begin 
               {ALU_Carry, ALU_Arith } = A + B ;
                 Arith_Flag = 1'b1;
              end 
      2'b01 : begin 
               {ALU_Carry, ALU_Arith } = A - B ;
                 Arith_Flag = 1'b1; 
              end
      2'b10 : begin 
               {ALU_Carry, ALU_Arith } = A * B ;
		 Arith_Flag = 1'b1; 
              end
      2'b11 : begin 
               {ALU_Carry, ALU_Arith } = A / B ;
		 Arith_Flag = 1'b1;
	      end
     endcase 
    end
  else 
    begin
     ALU_Arith = 16'b0;
     ALU_Carry = 1'b0 ;
     Arith_Flag= 1'b0 ;
    end 
 end 
always @ (posedge CLK , negedge RST )
 if (!RST)
  begin
   Arith_OUT <=16'b0;
   Carry_OUT <= 1'b0; 
  end 
 else 
  begin
   Arith_OUT  <= ALU_Arith;
   Carry_OUT  <= ALU_Carry; 
  end 
endmodule 
module CMP_UNIT # ( parameter IN_DATA_WIDTH = 16 , OUT_DATA_WIDTH = 3 )(
input  wire signed [IN_DATA_WIDTH-1:0]  A , B,
input  wire        [1:0]                ALU_FUNC,
input  wire                             RST,CLK,
input  wire                             CMP_Enable,                       
output reg        [OUT_DATA_WIDTH-1:0]  CMP_OUT,                      
output reg                              CMP_Flag
);
       reg  [OUT_DATA_WIDTH-1:0] ALU_CMP ;
always @ (*)
 begin 
  if ( CMP_Enable )
    begin
               CMP_Flag = 1'b1;
     case( ALU_FUNC[1:0]  )
      2'b00 : begin 
               ALU_CMP = 1'b0  ;
               CMP_Flag = 1'b0;
              end 
      2'b01 : if (A==B)
                   ALU_CMP=16'b01;
              else ALU_CMP=16'b0;
      2'b10 : if (A>B)
                   ALU_CMP=16'b10;
              else ALU_CMP=16'b0;
      2'b11 : if (A<B)
                   ALU_CMP=16'b11;
              else ALU_CMP=16'b0;
     endcase 
    end
  else 
    begin
     ALU_CMP = 16'b0;
     CMP_Flag= 1'b0 ;
    end 
 end 
always @ (posedge CLK , negedge RST )
 if (!RST)
  begin
   CMP_OUT <=16'b0;
  end 
 else 
  begin
   CMP_OUT  <= ALU_CMP; 
  end 
endmodule 
module DECODER_UNIT (
input   wire [1:0] IN,
output  reg        SHIFT_Enable,Arith_Enable,Logic_Enable,CMP_Enable                           
);
always @ (*)
 begin 
    case( IN[1:0] )
      2'b00 : begin
              SHIFT_Enable=1'b0;
              Arith_Enable=1'b1; 
              Logic_Enable=1'b0;
              CMP_Enable  =1'b0;
              end
      2'b01 : begin
              SHIFT_Enable=1'b0;
              Arith_Enable=1'b0;
              Logic_Enable=1'b1; 
              CMP_Enable  =1'b0;
              end
      2'b10 :begin
              SHIFT_Enable=1'b0;
              Arith_Enable=1'b0;
              Logic_Enable=1'b0;
              CMP_Enable  =1'b1; 
              end
      2'b11 : begin
              SHIFT_Enable=1'b1; 
              Arith_Enable=1'b0;
              Logic_Enable=1'b0;
              CMP_Enable  =1'b0;
              end
      default : begin
              SHIFT_Enable=1'b0;
              Arith_Enable=1'b0;
              Logic_Enable=1'b0;
              CMP_Enable  =1'b0;
              end
    endcase 
  end
endmodule
module LOGIC_UNIT # ( parameter IN_DATA_WIDTH = 16 , OUT_DATA_WIDTH = 16 )(
input  wire signed [IN_DATA_WIDTH-1:0]  A , B,
input  wire        [1:0]                ALU_FUNC,
input  wire                             RST,CLK,
input  wire                             Logic_Enable,                       
output reg        [OUT_DATA_WIDTH-1:0]  Logic_OUT,                      
output reg                              Logic_Flag
);
       reg  [OUT_DATA_WIDTH-1:0] ALU_Logic ;
always @ (*)
 begin 
  if ( Logic_Enable )
    begin
     case( ALU_FUNC[1:0] )
      2'b00 : begin 
               ALU_Logic = A & B ;
                 Logic_Flag = 1'b1;
              end 
      2'b01 : begin 
               ALU_Logic = A | B ;
                 Logic_Flag = 1'b1; 
              end
      2'b10 : begin 
               ALU_Logic = ~(A & B) ;
		 Logic_Flag = 1'b1; 
              end
      2'b11 : begin 
               ALU_Logic = ~(A | B) ;
		 Logic_Flag = 1'b1;
	      end
     endcase 
    end
  else 
    begin
     ALU_Logic = 16'b0;
     Logic_Flag= 1'b0 ;
    end 
 end 
always @ (posedge CLK , negedge RST )
 if (!RST)
  begin
   Logic_OUT <=16'b0;
  end 
 else 
  begin
   Logic_OUT  <= ALU_Logic; 
  end 
endmodule 
module SHIFT_UNIT # ( parameter IN_DATA_WIDTH = 16 , OUT_DATA_WIDTH = 16 )(
input  wire signed [IN_DATA_WIDTH-1:0]  A , B,
input  wire        [1:0]                ALU_FUNC,
input  wire                             RST,CLK,
input  wire                             SHIFT_Enable,                       
output reg        [OUT_DATA_WIDTH-1:0]  SHIFT_OUT,                      
output reg                              SHIFT_Flag
);
       reg  [OUT_DATA_WIDTH-1:0] ALU_SHIFT ;
always @ (*)
 begin 
  if ( SHIFT_Enable )
    begin
     case( ALU_FUNC[1:0]  )
      2'b00 : begin 
               ALU_SHIFT = A >> 1 ;
                 SHIFT_Flag = 1'b1;
              end 
      2'b01 : begin 
               ALU_SHIFT = A << 1 ;
                 SHIFT_Flag = 1'b1; 
              end
      2'b10 : begin 
               ALU_SHIFT = B >> 1 ;
		 SHIFT_Flag = 1'b1; 
              end
      2'b11 : begin 
               ALU_SHIFT = B << 1 ;
		 SHIFT_Flag = 1'b1;
	      end
     endcase 
    end
  else 
    begin
     ALU_SHIFT = 16'b0;
     SHIFT_Flag= 1'b0 ;
    end 
 end 
always @ (posedge CLK , negedge RST )
 if (!RST)
  begin
   SHIFT_OUT <=16'b0;
  end 
 else 
  begin
   SHIFT_OUT  <= ALU_SHIFT; 
  end 
endmodule 
### ./run.sh
#!/bin/bash
# OpenROAD 26Q1-2900-gdf79404cd8, Yosys 0.63+post, stock flow scripts
make -C /OpenROAD-flow-scripts/flow DESIGN_CONFIG=/design/flow/config.mk WORK_HOME=/design/flow/orfs finish
==> reports/qor_table.md <==
| Metric | Value |
| --- | --- |
| # Cells Yosys | 6255 |
| Starting density of the core | 40.6% |
| CP Launch Point | B[2] |
| Post-synthesis async set-or-reset flop share | 100% |
| Type of the tightest min-delay check | primary input to async pin |
| Outcome | finished with violations |
| Chip area | 116000 um^2 |
| Filler Cells Inserted | 8776 |
| Post-synthesis chip area from yosys | 45800 um^2 |
| Die height | 340 um |
| Final antenna-violating net count | 0 |
| Via count of the first global-routing pass | 56295 |
| Max stage delay on crit path | 0.61 ns |
| Number of OpenROAD warnings | 62 |
| Max-capacitance violation count | 0 |
| Number of hold violations in the final report | 0 |
| Sum of net half-perimeters after detailed placement | 172 mm |
| Clock H-tree levels | 3 |
| Remaining DRCs | 0 |
| Boundary Pins | 110 |
| Tightest slew margin relative to the limit | 40.0% |
| Port-buffer cells | 108 |
| Routability congestion estimate | 1.06 |
| Fin util | 67.9% |
| First-pass iteration count of the detailed router | 6 |
| Final standard cell count with taps included and fillers excluded | 10642 |
| Fraction of layout cells with a size suffix above 1 | 42.0% |
| Placement Rows | 123 |
| Number of buffers inserted during clock tree synthesis | 9 |
| Setup TNS | -1906.85 ns |
| Dominant synthesized flop cell | sky130_fd_sc_hd__dfrtp_1 |
| CTS tree | yes |
| Number of synthesized flops with an enable pin | 0 |
| Floorplan core area | 113000 um^2 |
| Synth cell types | 104 |
| First DRT Iteration DRCs | 3907 |
| Period Utilization, post-route | 2250% |
| Total Routing Usage GR | 36.8% |
| Via count | 59005 |
| Average vias per placed instance | 5.54 |
| Die Span X | 340 um |
| Failing checks | setup timing |
| Upper clock frequency limit | 16.5 MHz |
| Maximum root-to-sink buffer count | 2 |
| Placement-stage cell area | 69700 um^2 |
| Pin count of the biggest net entering global routing | 48 |
| Tally of yosys warning messages | 5 |
| Maximum fanout along the worst path | 12 |
| Worst Path Arrival | 60.95 ns |
| Initial antenna violation count | 5 |
| Comb gate area | 48000 um^2 |
| Clk root buf | sky130_fd_sc_hd__clkbuf_16 |
| # placed instances | 10324 |
| Final Setup Violations | 35 |
| Cell repeated most along the worst path | sky130_fd_sc_hd__buf_4 |
| Overall overflow remaining after global route | 0 |
| Hold slack final | 0.185 ns |
| Area growth syn-to-layout | 67.4% |
| Worst Setup Path Type | primary input to flop |
| FF+latch area | 1680 um^2 |
| Registers, synthesis | 67 |
| Worst-path clk slew | 0.07 ns |
| DP Worst Slack | -62.53 ns |
| Cell at the slowest stage of the critical path | sky130_fd_sc_hd__or4b_4 |
| Cell count after synthesis | 6255 |
| Routed WL | 214 mm |
| Wirelength per Cell | 20.1 um |
| Clock Sink Count | 67 |
| Minimum clock period | 60.64 ns |
| Total count of max-transition violations in the final report | 0 |
| Avg Cell Area, Syn | 7.33 um^2 |
| Cell Area, Synth | 45800 um^2 |
| Setup repair after global routing missed its margin | yes |
| Register share after synthesis | 3.66% |
| Final instance area | 76700 um^2 |
| Critical path required time | 3.02 ns |
| Global-route wire length before repair | 323 mm |
| Worst-margin pin slew | 0.888 ns |
| Sort of element at the end of the critical path | flop |
| Final setup margin | -57.94 ns |
| Worst Setup Start Kind | primary input |
## per-layer routing
layer	vias to the layer above	global-route usage [%]	share of wire [%]
li1	28185	-	-
met1	27941	51.1	42
met2	2360	57.2	44
met3	515	7.56	8.8
met4	4	13.5	4.9
met5	-	0	0.0098
## cell usage after synthesis, types with 53 or more instances
| cell type | n | area, um^2 |
|---|---|---|
| sky130_fd_sc_hd__ha_1 | 695 | 8700 |
| sky130_fd_sc_hd__nand2_1 | 656 | 2460 |
| sky130_fd_sc_hd__nor2_1 | 597 | 2240 |
| sky130_fd_sc_hd__inv_1 | 478 | 1790 |
| sky130_fd_sc_hd__a21oi_1 | 457 | 2290 |
| sky130_fd_sc_hd__o21ai_0 | 326 | 1630 |
| sky130_fd_sc_hd__xnor2_1 | 297 | 2600 |
| sky130_fd_sc_hd__fa_1 | 264 | 5290 |
| sky130_fd_sc_hd__a21o_1 | 215 | 1610 |
| sky130_fd_sc_hd__nor3_1 | 176 | 881 |
| sky130_fd_sc_hd__clkbuf_1 | 166 | 623 |
| sky130_fd_sc_hd__xor2_1 | 162 | 1420 |
| sky130_fd_sc_hd__nand3_1 | 136 | 681 |
| sky130_fd_sc_hd__o21a_1 | 131 | 983 |
| sky130_fd_sc_hd__a31oi_1 | 99 | 619 |
| sky130_fd_sc_hd__or3_1 | 81 | 507 |
| sky130_fd_sc_hd__nor2b_1 | 69 | 432 |
| sky130_fd_sc_hd__dfrtp_1 | 67 | 1680 |
| sky130_fd_sc_hd__mux2_2 | 64 | 721 |
| sky130_fd_sc_hd__or2_2 | 63 | 394 |
| sky130_fd_sc_hd__a211oi_1 | 62 | 465 |
| sky130_fd_sc_hd__and3_1 | 59 | 369 |
| sky130_fd_sc_hd__o31ai_1 | 54 | 405 |
| sky130_fd_sc_hd__nand4_1 | 53 | 332 |
| sky130_fd_sc_hd__o211ai_1 | 53 | 398 |
| sky130_fd_sc_hd__o21bai_1 | 53 | 398 |
## layout by cell type, fill, tap and decap left out, drive strengths merged, types with 25 or more instances in the layout
master            n
nand2b           44
mux2             64
nand4            53
nor2b            69
o211ai           55
nor4             34
and3             59
a21boi           29
o21bai           53
inv             484
xor2            162
a21o            216
nor2            598
conb            171
o21a            131
o31ai            58
or3              81
nand3           136
a221oi           29
xnor2           297
or2              65
or4              26
a31oi           101
o21ai           344
a211oi           62
a22oi            25
ha              695
mux2i            33
buf            2802
and2             50
nand2           656
nor3            176
dfrtp            67
a21oi           458
clkdlybuf4s50    94
fa              264
## sequential cells by signal, indices dropped and copies added, names as in the netlist
name / flops
ARITHMETIC.Arith_OUT: 32
ARITHMETIC.Carry_OUT: 1
CMP.CMP_OUT: 2
LOGIC.Logic_OUT: 16
SHIFT.SHIFT_OUT: 16
## worst max-delay path, delay by kind of cell
family	cells	cell delay, ns
compound gates	153	29.17
xor+xnor	2	0.28
fa+ha+maj	31	7.93
buf+inv	49	7.15
mux	6	1.91
simple gates	70	13.81
## path summary, 6_finish.rpt
path                                            end  cells after the start
max                            ARITHMETIC.Carry_OUT                    311
min                         ARITHMETIC.Arith_OUT[9]                      1
max in group asynchronous  ARITHMETIC.Arith_OUT[20]                      2
min in group clk0          ARITHMETIC.Arith_OUT[14]                      3
## timing repair
item	4_1_cts	5_1_grt
pin swaps	243	253
setup buffers	175	122
endpoints found under the setup margin	35	35
hold buffers	0	0
endpoints found under the hold margin	0	0
cloned	9	3
gates resized	557	326
## kinds of logic (layout without fill, tap and decap cells)
family / count (synthesis) / count (layout) / share of synthesized area (%)
AND/OR/NAND/NOR: 2093 / 2095 / 21.2
flip-flops: 67 / 67 / 3.66
adder cells (fa/ha/maj): 959 / 959 / 30.5
multiplexers: 112 / 112 / 3.04
other: 2 / 176 / 0.0164
AND-OR/OR-AND: 1851 / 1854 / 26.9
buffers and inverters: 712 / 3420 / 5.89
XOR/XNOR: 459 / 459 / 8.77
## final cells by class
cell class	instances	share of cell area [%]
diodes	5	0.0163
clock buffers	10	0.298
clock inverters	6	0.114
inverters	494	2.44
multi-input cells	5650	62.6
flip-flops and latches	67	2.19
well taps	1500	2.45
repair buffers	2910	29.9
